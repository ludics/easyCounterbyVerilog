**flow/config.mk**
```make
export PLATFORM = sky130hd
export DESIGN_NAME = async_counter
export DESIGN_NICKNAME = async_counter
export VERILOG_FILES = /design/flow/design.v
export SDC_FILE = /design/flow/constraint.sdc
export NUM_CORES = 4
export LEC_CHECK = 1
export CORE_AREA = 10 10 70 70
export DIE_AREA = 0 0 80 80
```
**flow/constraint.sdc**
```tcl
current_design async_counter

set clk_period 1.9
set clk_io_pct 0.2

create_clock -name clk0 -period $clk_period [get_ports {clock}]

set non_clock_inputs [all_inputs -no_clocks]
set_input_delay [expr $clk_period * $clk_io_pct] -clock clk0 $non_clock_inputs
set_output_delay [expr $clk_period * $clk_io_pct] -clock clk0 [all_outputs]
```
**flow/design.v**
```verilog
module async_counter (clock,reset,dout);
input clock,reset;
output [6:0] dout;
reg [3:0] din;
initial 
	begin
	din = 4'b0000;
	end
always @(negedge reset,negedge clock)
	if(~reset)	din[0] = 0;
	else	din[0] = ~din[0];
always @(negedge reset,negedge din[0])
	if(~reset)	din[1] = 0;
	else	din[1] = ~din[1];
always @(negedge reset,negedge din[1])
	if(~reset)	din[2] = 0;
	else	din[2] = ~din[2];
always @(negedge reset,negedge din[2])
	if(~reset)	din[3] = 0;
	else	din[3] = ~din[3];
assign	dout=(din==4'h0)?7'b1000000:
             (din==4'h1)?7'b1111001:
             (din==4'h2)?7'b0100100:
             (din==4'h3)?7'b0110000:
             (din==4'h4)?7'b0011001:
             (din==4'h5)?7'b0010010:
             (din==4'h6)?7'b0000010:
             (din==4'h7)?7'b1111000:
             (din==4'h8)?7'b0000000:
             (din==4'h9)?7'b0010000:
			 (din==4'hA)?7'b0001000:
			 (din==4'hB)?7'b0000011:
			 (din==4'hC)?7'b1000110:
			 (din==4'hD)?7'b0100001:
			 (din==4'hE)?7'b0000110:
			 (din==4'hF)?7'b0001110:7'b0;
endmodule
```
**flow/run.sh**
```bash
#!/bin/bash
# OpenROAD 26Q1-2900-gdf79404cd8, Yosys 0.63+post, stock flow scripts
make -C /OpenROAD-flow-scripts/flow DESIGN_CONFIG=/design/flow/config.mk WORK_HOME=/design/flow/orfs finish
```
==> CHANGELOG.md <==
## Flow update

* Status: complete, but fails checks
* Failing checks: negative setup slack
* Initial drt markers at 30
* Area grow syn2layout at 61.38%
* Final Hold Slack at 631.3 ps
* Die width at 80 µm
* Register share after synthesis at 32.52%
* VDD IR max at 31.56 µV
* Max-area cell share at 32.52%
* Max reg flops at 4
* Critical path cell sequence: buf_6 -> maj3_2 -> a22o_1 -> buf_2
* Register pins left without a clock at 3
* Worst path max stage delay at 340 ps
* Main flop type: dfrtn_1
* Main area contributors: dfrtn_1 (33%), buf_6 (7.3%), a21oi_1 (6.5%)
* RSZ-0062 raised after global routing: yes
* Total number of vias at 311
* Post-synth EDFFs at 0
* DR WL/cell at 9.543 µm
* DP Wirelength at 626.2 µm
* Skew final at 0 ps
* Latency at later pin at 0 ps
* Final hold vios at 0
* Post-route core utilization at 14.54%
* Top Layout Cells: buf_2 (7), buf_6 (5), dfrtn_1 (4)
* Endpoints left unconstrained at 3
* HP Class: reg -> reg
* Max-slew violation count at 0
* Area of placed instances at 440.4 µm²
* Top-Level Pins at 9
* Final worst slack at -482.4 ps
* Core ar. at 3416 µm²
* Diodes inserted at 0
* Mapped Cells at 35
* Buf/Inv on CP at 2
* Flop and latch count out of synthesis at 4
* Crit end category: output pin
* Reg clk slew, reported paths at 0 ps
* First-pass GRT wire length at 1.311 mm
* Cts hold-fix bufs at 0
* CP max stage cell: dfrtn_1
* Layout cells sized above 1 at 54.17%
* Rows at 21
* Final setup viols at 7
* Maximum Capacitance Violations at 0
* WP data arrival at 2000 ps
* Most numerous logic cell after layout: buf_2
* Antenna viol nets, final at 0
* TritonRoute pass-1 iters at 4
* Required @ worst endpoint at 1520 ps
* Antenna violations before repair at 0
* Worst setup SP type: flip-flop
* Crit Path Max Fanout at 2
* Mapped cell area at 307.8 µm²
* LEAKAGE at 0.2251 nW
* Fp util at 9.011%
* R2R Setup Slk at 930 ps
* Asr flop ratio synth at 100.0%
* Tool Warnings at 31
* Synth Area per Inst at 8.794 µm²
* Post-route cell area at 496.7 µm²
* Layout filler cell count at 393
* Chip height at 80 µm
* Crit path max-delay family: flip-flops
* Total negative slack at -2845 ps
* Post-Route WL at 897 µm
* Pwr/cell area at 50.53 nW/µm²
* Yosys warning total at 1
* GP Congestion at 0.6817
* Unique cell types at 22
* Port Buffers at 8
* GRT Residual Overflow at 0
* Ys cells at 35
* Largest net degree at the start of global routing at 14
* Worst Setup Path Type: reg -> out
* Routed vias/inst at 3.309
* Least-Margin Pin Slew at 443.3 ps
* Detailed-route DRC error count at 0
* Slew margin rel. at 70.45%
* Yosys chip area at 307.8 µm²
* Die footprint at 6400 µm²
* Vias in the first global route at 254
* Overall routing resource usage at 2.433%
* Dominant cell type by area after synthesis: dfrtn_1
[metrics by stage]
stage	power (mW)	instances	setup WS, ps
after CTS	0.02521	93	-498.8
after global placement	0.02519	89	-755.6
final	0.02510	94	-482.4
after floorplan	0.02179	35	-245.4
after detailed placement	0.02515	89	-747.0
after global routing	0.02550	94	-526.8
[cell families (layout without fill, tap and decap cells)]
family / after synthesis / count (layout) / synth area share, %
buffers and inverters: 7 / 20 / 14.63
AND/OR/NAND/NOR: 9 / 9 / 18.70
AND-OR/OR-AND: 13 / 13 / 27.64
adder cells (fa/ha/maj): 1 / 1 / 3.658
flip-flops: 4 / 4 / 32.52
XOR/XNOR: 1 / 1 / 2.846
[path summary, 6_finish.rpt]
path | start | depth (start not counted) | endpoint
hold reg to reg | din[0] | 4 | din[0]
setup / recovery | din[0] | 4 | dout[5]
setup reg to reg | din[0] | 4 | din[0]
min in group asynchronous | reset | 1 | din[0]
max in group asynchronous | reset | 1 | din[0]
hold / removal | din[0] | 4 | din[0]
[power breakdown]
part           total, mW  switching, mW  internal (mW)
clock                  0              0              0
combinational    0.00333        0.00150        0.00183
sequential        0.0218              0         0.0218
total             0.0251        0.00150         0.0236
[worst reg2reg max path, stage by stage (launching register included)]
cell and delay [ps]:
dfrtn_1 420, inv_2 50, buf_6 110, buf_6 110, buf_4 120
[area by class of cell]
type                    count  area, µm²  area share [%]
multi-input cells          24      197.7           39.80
well taps                  46      57.56           11.59
inverters                   4      17.52           3.526
repair buffers             16      123.9           24.94
flip-flops and latches      4      100.1           20.15
[metal layers]
metal / share of wire [%] / track usage [%]
met1: 54 / 4.397
met2: 35 / 2.408
met3: 11 / 1.023
met4: 0 / 0
met5: 0 / 0
[cells in the mapped netlist (2+ instances only)]
cell,n
nor2_1,2
inv_1,2
dfrtn_1,4
o21ai_0,2
nor3_1,2
a21oi_1,4
a21o_1,2
buf_6,2
a22o_1,2
[repair_timing]
item / CTS / global route
resized: 31 / 2
pin swaps: 5 / 6
buffers inserted: 4 / 1
setup endpoints to repair: 7 / 7
Power and IR drop assume default switching activity.
