===== flow/run.sh =====
#!/bin/bash
# OpenROAD 26Q1-2900-gdf79404cd8, Yosys 0.63+post, stock flow scripts
make -C /OpenROAD-flow-scripts/flow DESIGN_CONFIG=/design/flow/config.mk WORK_HOME=/design/flow/orfs finish

===== flow/config.mk =====
export PLATFORM = sky130hd
export DESIGN_NAME = add_4bit_counter
export DESIGN_NICKNAME = add_4bit_counter
export VERILOG_FILES = /design/flow/design.v
export SDC_FILE = /design/flow/constraint.sdc
export NUM_CORES = 4
export LEC_CHECK = 1
export CORE_AREA = 10 10 70 70
export DIE_AREA = 0 0 80 80

===== flow/constraint.sdc =====
current_design add_4bit_counter

set clk_period 1.6
set clk_io_pct 0.2

create_clock -name clk0 -period $clk_period [get_ports {clock}]

set non_clock_inputs [all_inputs -no_clocks]
set_input_delay [expr $clk_period * $clk_io_pct] -clock clk0 $non_clock_inputs
set_output_delay [expr $clk_period * $clk_io_pct] -clock clk0 [all_outputs]

===== flow/design.v =====
module add_4bit_counter (clock,reset,dout);
input clock,reset;
output [6:0] dout;
reg [3:0] din;
initial 
	begin
	din = 4'b0000;
	end
always @(negedge reset,negedge clock)
	begin
		if(~reset)	din = 4'b0000;
		else	begin 
			if(din[0]&&din[1]&&din[2]) din[3] = ~din[3];
			if(din[0]&&din[1]) din[2] = ~din[2];
			if(din[0]) din[1] = ~din[1];
			din[0] = ~din[0];	
		end	
	end
assign	dout=(din==4'h0)?7'b1000000:
             (din==4'h1)?7'b1111001:
             (din==4'h2)?7'b0100100:
             (din==4'h3)?7'b0110000:
             (din==4'h4)?7'b0011001:
             (din==4'h5)?7'b0010010:
             (din==4'h6)?7'b0000010:
             (din==4'h7)?7'b1111000:
             (din==4'h8)?7'b0000000:
             (din==4'h9)?7'b0010000:
			 (din==4'hA)?7'b0001000:
			 (din==4'hB)?7'b0000011:
			 (din==4'hC)?7'b1000110:
			 (din==4'hD)?7'b0100001:
			 (din==4'hE)?7'b0000110:
			 (din==4'hF)?7'b0001110:7'b0;
endmodule

==> results.py <==
# Flow results
metrics = {
    "setup_path": {
        "cp_slowest_cell": "or3_1",
        "cp.required_ps": 1280,
        "reg2reg_to": "din[3]$_DFFE_NN0P_",
        "cp_cell_sequence": "buf_4, or3_1, buf_4, o311ai_2, buf_2",
        "worst-path-max-fanout": 5,
        "r2r-start": "din[0]$_DFF_NN0_",
        "critical-path-top-delay-family": "buffers and inverters",
        "reg2reg_slack_ps": 480,
        "cpMostUsedCell": "buf_4",
        "critical_path_class": "flop to output port",
        "crit_buf_inv": 3,
        "arrival_ps": 2270,
        "slowest_delay_ps": 370,
        "cp-end-kind": "output port",
        "reg2reg_depth": 4,
        "critPathLaunchType": "flop",
    },
    "route": {
        "m1WireLength_um": 496,
        "drt-total-wl_mm": 1.05,
        "post_drt_wl_per_cell_um": 9.79,
        "avgViaCountPerCell": 3.37,
        "met2WireLength_um": 449,
        "drt-initial-drc-count": 10,
        "diodes": 0,
        "wl_met3_um": 63,
        "route.antenna.remaining_nets": 0,
        "routed.top_layer": "met4",
        "dr.pass1.iters": 2,
        "drc_errors": 0,
        "via_count": 361,
    },
    "final_timing": {
        "rsz0062_at_grt": "yes",
        "drv_slew": 0,
        "hold_violations": 0,
        "maxSlewHeadroom_pct": 86.9,
        "skew_ps": 1.01,
        "finalSetupViolCount": 7,
        "worstMarginPinSlew_ps": 196,
        "setup_ws_ps": -989,
    },
    "clock_tree": {
        "htree_levels": 1,
        "cts_root_buf": "clkbuf_4",
        "clock_latency_ps": 250,
        "hold_buffers": 0,
        "cts_made_buffers": 3,
        "clock-sinks": 4,
        "clk_pin_slew_ps": 30,
        "cts_tree": "built",
        "clock_path_buffers": 2,
    },
    "place": {
        "hpwl_um": 645,
        "dpl-instance-area_um2": 488,
        "place_congestion": 0.708,
        "io_buffers": 8,
        "post-place-ws_ps": -1030,
    },
    "die": {
        "chip_area_um2": 6400,
        "fp.coreArea_um2": 3420,
        "die_h_um": 80,
        "io_pins": 9,
        "die_w_um": 80,
        "num_rows": 21,
        "fp_util_pct": 8.75,
    },
    "cells_and_area": {
        "fin_area_um2": 617,
        "syn2layout_area_growth_pct": 106,
        "finish.utilization_pct": 18.1,
        "final_cell_mix": "buf_4 (8), buf_6 (8), buf_2 (6)",
        "final_layout_size_suffix_gt1_share_pct": 60.7,
        "largest_reg_flops": 4,
    },
    "worst_hold_path": {
        "min_from": "din[1]$_DFFE_NN0P_",
        "holdPathStages": 3,
        "hold_end": "din[1]$_DFFE_NN0P_",
        "hp-class": "flop to flop",
    },
    "logic_synthesis": {
        "yosysTopAreaCell": "dfrtn_1",
        "yosys.stat.seqShare_pct": 33.5,
        "synth-warning-count": 1,
        "yosys_cells": 38,
        "synthFlopType": "dfrtn_1",
        "edf_count": 0,
        "ys_types": 20,
        "syn_area_per_cell_um2": 7.87,
        "synthArstFlopShare_pct": 100,
        "top_cells_by_area": "dfrtn_1 (33%), xnor2_1 (8.8%), nand2_1 (6.3%)",
        "yosys_register_bits": 4,
        "syn_inst": 38,
        "top_cell_area_share_pct": 33.5,
        "yosys_area_um2": 299,
        "synth_area_um2": 299,
    },
    "grt": {
        "grt.overflow.total": 0,
        "track_usage_pct": 3.29,
        "antenna_found_initial": 0,
        "grt_max_degree": 12,
        "grt_pass1_wl_mm": 1.78,
        "grt_pass1_vias": 377,
    },
    "run_status": {
        "violations": "setup timing",
        "status": "finished with violations",
    },
    "power": {
        "power.density_nw_per_um2": 383,
        "ir_worst_vdd_mv": 0.111,
        "p_leak_nw": 0.283,
    },
    "run": {
        "warnings": 28,
        "cap_violations": 0,
    },
}
-- layer usage --
metal,up-vias,global-route usage (%)
li1,184,-
met5,-,0
met3,4,1.02
met1,165,4.27
met2,8,4.90
met4,0,1.41
-- synth_stat cells, types with 2 or more instances --
library cell	instances
inv_1	2
nand2_1	5
o22ai_1	2
nand2b_1	2
o21ai_0	3
nand3_1	3
o21a_1	2
dfrtn_1	4
buf_2	2
xnor2_1	3
-- worst register-to-register path, cell delays in order, from the launching register on --
cell and delay, ps:
dfrtn_1 450, buf_4 130, buf_6 110, nand3_2 120, xnor2_1 140
-- how the worst max path moves through the flow --
stage                               from       to  slack [ps]  cells past startpoint
after CTS               din[0]$_DFF_NN0_  dout[3]       -1040                      5
after global routing    din[0]$_DFF_NN0_  dout[3]       -1060                      5
final                 din[1]$_DFFE_NN0P_  dout[3]        -990                      5
-- power breakdown --
part	leakage [nW]	internal (mW)	total [mW]	switching [mW]
sequential	0.0566	0.102	0.102	0
clock	0.0138	0.0842	0.130	0.0460
combinational	0.213	0.00217	0.00400	0.00183
total	0.283	0.189	0.236	0.0478
-- area by class of cell --
class                           instances  area (um2)
Sequential cell                         4         100
Inverter                                2        7.51
Multi-Input combinational cell         28         229
Timing Repair Buffer                   24         200
Tap cell                               46        57.6
Clock buffer                            3        22.5
Fill cell                             377        2800
-- cells by family (layout without fill, tap and decap cells) --
| family | Yosys count | count (layout) | synth area share, % |
|---|---|---|---|
| buffers and inverters | 6 | 29 | 9.62 |
| AND/OR/NAND/NOR | 13 | 13 | 20.5 |
| flip-flops | 4 | 4 | 33.5 |
| XOR/XNOR | 4 | 4 | 11.7 |
| AND-OR/OR-AND | 11 | 11 | 24.7 |
-- timing repair --
item | in CTS | in global routing
setup buffers | 9 | 2
gates resized | 32 | 15
cloned | 0 | 0
pin swaps | 7 | 5
endpoints found under the setup margin | 7 | 7
-- per-stage QoR --
step	setup TNS, ps	total power, mW	hold slack, ps	std cells
after floorplan	-2720	0.103	442	38
after global placement	-6930	0.107	593	95
after detailed placement	-6990	0.108	610	95
after CTS	-6610	0.238	611	107
after global routing	-6860	0.252	627	107
final	-6270	0.236	601	107
No activity file was given, so power comes from the tool's default toggle rates.
