==> flow/design.v <==
module sub_counter (clock,reset,dout);
input clock,reset;
output [6:0] dout;
reg [3:0] din;
initial 
	begin
	din = 4'b1111;
	end
always @(negedge reset,negedge clock)
	if(~reset)	din[0] = 1;
	else	din[0] = ~din[0];
always @(negedge reset,posedge din[0])
	if(~reset)	din[1] = 1;
	else	din[1] = ~din[1];
always @(negedge reset,posedge din[1])
	if(~reset)	din[2] = 1;
	else	din[2] = ~din[2];
always @(negedge reset,posedge din[2])
	if(~reset)	din[3] = 1;
	else	din[3] = ~din[3];
assign	dout=(din==4'h0)?7'b1000000:
             (din==4'h1)?7'b1111001:
             (din==4'h2)?7'b0100100:
             (din==4'h3)?7'b0110000:
             (din==4'h4)?7'b0011001:
             (din==4'h5)?7'b0010010:
             (din==4'h6)?7'b0000010:
             (din==4'h7)?7'b1111000:
             (din==4'h8)?7'b0000000:
             (din==4'h9)?7'b0010000:
			 (din==4'hA)?7'b0001000:
			 (din==4'hB)?7'b0000011:
			 (din==4'hC)?7'b1000110:
			 (din==4'hD)?7'b0100001:
			 (din==4'hE)?7'b0000110:
			 (din==4'hF)?7'b0001110:7'b0;
endmodule
==> flow/run.sh <==
#!/bin/bash
# OpenROAD 26Q1-2900-gdf79404cd8, Yosys 0.63+post, stock flow scripts
make -C /OpenROAD-flow-scripts/flow DESIGN_CONFIG=/design/flow/config.mk WORK_HOME=/design/flow/orfs finish
==> flow/config.mk <==
export PLATFORM = sky130hd
export DESIGN_NAME = sub_counter
export DESIGN_NICKNAME = sub_counter
export VERILOG_FILES = /design/flow/design.v
export SDC_FILE = /design/flow/constraint.sdc
export NUM_CORES = 4
export LEC_CHECK = 1
export CORE_AREA = 10 10 70 70
export DIE_AREA = 0 0 80 80
==> flow/constraint.sdc <==
current_design sub_counter

set clk_period 1.6
set clk_io_pct 0.2

create_clock -name clk0 -period $clk_period [get_ports {clock}]

set non_clock_inputs [all_inputs -no_clocks]
set_input_delay [expr $clk_period * $clk_io_pct] -clock clk0 $non_clock_inputs
set_output_delay [expr $clk_period * $clk_io_pct] -clock clk0 [all_outputs]
==> impl_metrics.env <==
# yosys + openroad results
export IMPL_status="complete, but fails checks"
export IMPL_violations="setup timing"
export IMPL_top_area_cell="dfstp_2"
export IMPL_comb_area_um2=196.4
export IMPL_yosysSeqAreaShare_pct=33.20
export IMPL_dominantRegCellSynth="dfstp_2"
export IMPL_cts_hold_buf=0
export IMPL_grt_start_max_net_pins=14
export IMPL_top_area_share_pct=33.20
export IMPL_p_leak_nw=0.2251
export IMPL_ys_area_um2=316.6
export IMPL_setup_viol=7
export IMPL_core_um2=3416
export IMPL_hold_class="reg2reg"
export IMPL_crit_path_start="din[0]$_DFF_NN1_"
export IMPL_fillers=384
export IMPL_dr_pass1_iters=3
export IMPL_crit_chain="buf_6 > clkinvlp_4 > buf_6 > a21oi_2 > buf_2"
export IMPL_wire_per_inst_um=8.980
export IMPL_synth_cell_types=22
export IMPL_layout_cells_non_filler=98
export IMPL_ys_cells=36
export IMPL_rows=21
export IMPL_synth_area_um2=316.6
export IMPL_gp_congestion=0.7209
export IMPL_untimed_endpoints=3
export IMPL_reg2reg_from="din[0]$_DFF_NN1_"
export IMPL_worst_slew_pin_slew_ns=0.3187
export IMPL_peakVddDrop_mv=0.04447
export IMPL_unclocked_pins=3
export IMPL_async_flop_share_pct=100.0
export IMPL_drc=0
export IMPL_crit_top_cell="buf_6"
export IMPL_place_hpwl_um=577.8
export IMPL_utilization_pct=15.49
export IMPL_postSynthCellCount=36
export IMPL_antenna_left=0
export IMPL_die_area_um2=6400
export IMPL_drive_gt1_share_pct=63.46
export IMPL_regArea_um2=105.1
export IMPL_stdcell_area_um2=529.3
export IMPL_io_pins=9
export IMPL_topCellsByArea="dfstp_2, buf_6, a21oi_1"
export IMPL_fp_util_pct=9.267
export IMPL_enable_flop_cells=0
export IMPL_maxSlewViolCount=0
export IMPL_powerDensity_nw_per_um2=77.94
export IMPL_critPathRequiredTime_ns=1.28
export IMPL_ys_flops=4
export IMPL_syn_mean_instance_area_um2=8.793
export IMPL_slew_limit_headroom_pct=78.66
export IMPL_drt_wl_total_um=880
export IMPL_yosysWarnings=1
export IMPL_worstPathArrival_ns=1.95
export IMPL_placed_cell_area_um2=457.9
export IMPL_start_kind="register"
export IMPL_grtUsageTotal_pct=2.597
export IMPL_portBuffers=8
export IMPL_place_inst=90
export IMPL_antenna_cells=0
export IMPL_clk_pin_slew_worst_paths_ns=0.03
export IMPL_path_class="reg2out"
export IMPL_r2r_slack_ns=0.39
export IMPL_vias=321
export IMPL_die_y_um=80
export IMPL_finalPower_mw=0.04125
export IMPL_fin_skew_ns=0
export IMPL_antenna_found_initial=0
export IMPL_crit_path_max_incr_delay_ns=0.57
export IMPL_viasPerCell=3.276
export IMPL_worst_slack_ns=-0.6680
export IMPL_synthToLayoutAreaGrowth_pct=67.19
export IMPL_clkLatencyLatePin_ns=0.03
export IMPL_gr_total_overflow=0
export IMPL_end_kind="output pin"
export IMPL_drt_iter0_drc=22
export IMPL_largest_reg_flops=4
export IMPL_grt_pass1_vias=298
export IMPL_hold_viol=0
export IMPL_hp_start="din[0]$_DFF_NN1_"
export IMPL_grt_pass1_wl_mm=1.414
export IMPL_common_cells="a21oi_1, dfstp_2, inv_1"
export IMPL_rsz0062_at_grt="true"
export IMPL_slowest_stage="dfstp_2"
export IMPL_die_width_um=80
export IMPL_cap_violations=0
export IMPL_crit_fanout=3
export IMPL_warnings=32
-- what timing repair did --
action / 4_1_cts / 5_1_grt
setup buffers: 7 / 0
hold endpoints to repair: 0 / 0
pin swaps: 7 / 3
gates cloned: 1 / 0
resized: 29 / 3
setup endpoints to repair: 7 / 7
-- stage by stage --
stage	setup TNS (ns)	hold slack, ns	setup slack [ns]
final	-4.314	0.8872	-0.6680
after global routing	-4.789	0.9247	-0.7554
after CTS	-4.153	0.8731	-0.6405
after detailed placement	-5.783	0.6143	-0.9292
after global placement	-5.790	0.6114	-0.9199
after floorplan	-2.005	0.5023	-0.3768
-- per-layer routing --
layer / up-vias / global-route usage [%] / share of wire [%]
li1: 158 / - / -
met5: - / 0 / 0
met1: 153 / 3.936 / 54
met3: 2 / 0.6818 / 5.3
met4: 0 / 0.7042 / 3.1
met2: 8 / 3.451 / 38
-- where the power goes --
group          switching (mW)  internal (mW)
Combinational         0.00196        0.00368
Clock                 0.00533        0.00407
Sequential                  0         0.0262
Total                 0.00729         0.0340
-- layout make-up --
class / instances / area share [%]
timing repair inverter: 1 / 1.418
timing repair buffer: 18 / 26.24
tap: 46 / 10.87
multi-input combinational: 24 / 37.12
sequential: 4 / 19.86
clock inverter: 1 / 0.7092
inverter: 4 / 3.783
-- final timing paths --
check	to	depth (start not counted)
setup / recovery	dout[1]	5
hold / removal	din[0]$_DFF_NN1_	5
setup reg to reg	din[0]$_DFF_NN1_	5
hold reg to reg	din[0]$_DFF_NN1_	5
max in group asynchronous	din[0]$_DFF_NN1_	1
min in group asynchronous	din[0]$_DFF_NN1_	1
-- kinds of logic (layout without fill, tap and decap cells) --
logic type      count (synthesis)  in the layout  share of synthesized area (%)
compound gates                 13             13                          26.88
simple gates                    9              9                          18.18
buf+inv                         8             24                          15.41
flops                           4              4                          33.20
fa+ha+maj                       1              1                          3.557
xor+xnor                        1              1                          2.767
-- worst max-delay path: cells and delay by family (launching register included) --
family                 cells  cell delay, ns
buffers and inverters      4            0.46
DFF                        1            0.57
AOI/OAI and AO/OA          1            0.10
-- cells in the final DEF (no fill, tap or decap), types with 2 or more instances in the layout --
cell     n
a21o_1   2
buf_2    7
inv_1    3
a22o_1   2
a21oi_1  2
buf_4    5
inv_4    2
o21ai_0  2
buf_6    5
a21oi_2  2
dfstp_2  4
Power and IR drop assume default switching activity.
